===== run.sh =====
#!/bin/bash
# OpenROAD 26Q1-2900-gdf79404cd8, Yosys 0.63+post, stock flow scripts
make -C /OpenROAD-flow-scripts/flow DESIGN_CONFIG=/design/flow/config.mk WORK_HOME=/design/flow/orfs finish

===== constraint.sdc =====
current_design acc

set clk_period 1.0
set clk_io_pct 0.2

create_clock -name clk0 -period $clk_period [get_ports {clk}]

set non_clock_inputs [all_inputs -no_clocks]
set_input_delay [expr $clk_period * $clk_io_pct] -clock clk0 $non_clock_inputs
set_output_delay [expr $clk_period * $clk_io_pct] -clock clk0 [all_outputs]

===== design.v =====
`timescale 1ns / 1ps
module acc(
input [31:0] in,
output [34:0] out,
input clk, clr
    );
	 reg [34:0] temp;
initial
temp=31'b0;
always@(posedge clk)
begin
if(clr)
temp<=34'b0;
else
temp<=in;
end
assign out=temp;
endmodule

===== config.mk =====
export PLATFORM = sky130hd
export DESIGN_NAME = acc
export DESIGN_NICKNAME = acc
export VERILOG_FILES = /design/flow/design.v
export SDC_FILE = /design/flow/constraint.sdc
export NUM_CORES = 4
export LEC_CHECK = 1
export CORE_AREA = 10 10 82 82
export DIE_AREA = 0 0 92 92

==> flow_summary.json <==
{
  "placed_cells": 203,
  "vias_per_cell": 3.06,
  "holdWs_ns": 0.466,
  "largest_reg_flops": 32,
  "min_path_type": "in2reg",
  "ant_nets": 0,
  "hpwl_microns": 2040,
  "grtUsageMet3_pct": 4.70,
  "avgSynthCellArea_sq_um": 12.5,
  "final_area_sq_um": 1640,
  "timing.final.hold_violations": 0,
  "gr-total-overflow": 0,
  "yosys-stat-cells": 71,
  "finalPower_mw": 2.62,
  "dieArea_sq_um": 8460,
  "cp_cell_sequence": "clkdlybuf4s15_1",
  "h-tree-depth": 2,
  "cap_violations": 0,
  "largest_area_cell": "dfxtp_1",
  "worstPathArrival_ns": 0.75,
  "period_used_pct": 95.4,
  "max_stage_delay_ns": 0.31,
  "post_cts_buffers": 0,
  "final.setup.worst_slack_ns": 0.0459,
  "drv_slew": 0,
  "synth_cell_type_count": 4,
  "io_pins": 69,
  "finalSetupTns_ns": 0,
  "place_area_sq_um": 1610,
  "status": "finished, final reports clean",
  "grt_max_degree": 33,
  "irDropWorstVdd_v": 0.000697,
  "fp_util_pct": 17.5,
  "clock-sinks": 32,
  "firstDrtPassIters": 3,
  "met2_usage_pct": 9.12,
  "final_cells": 211,
  "busiest_layer": "met2",
  "die_w_microns": 92,
  "port_buffers": 65,
  "std_cell_rows": 26,
  "crit_slowest_cell": "dfxtp_1",
  "power_density_nw_per_um2": 1600,
  "clockBufferDepth": 2,
  "pre_cts_slack_ns": -0.0954,
  "area_leaders": "dfxtp_1, nor2b_1, buf_4, conb_1",
  "yosysSeqAreaShare_pct": 72.0,
  "drc": 0,
  "cp-start-kind": "flip-flop",
  "cts_made_buffers": 5,
  "rsz0062_at_grt": "false",
  "crit_fanout": 1,
  "antenna_found_initial": 0,
  "fp.coreArea_sq_um": 5070,
  "setup_violations": 0,
  "numSynthFlops": 32,
  "netlist_instances": 71,
  "num_antenna_cells": 0,
  "openroad.warnings": 25,
  "p_leak_nw": 0.682,
  "drt_iter0_drc": 8,
  "cts_tree": "yes",
  "use_met1_pct": 6.57,
  "final_cell_mix": "clkdlybuf4s50_1, nor2b_1, dfxtp_1",
  "synth_area_sq_um": 890,
  "max_freq_ghz": 1.05,
  "drive_above_1_share_pct": 25.5,
  "track_usage_pct": 5.92,
  "grt_pass1_wl_microns": 4000,
  "drt_wl_total_microns": 2470,
  "reg_top3": "temp x32",
  "die_height_microns": 92,
  "syn2layout_area_growth_pct": 84.7,
  "regMostFlops": "temp",
  "yosys_area_sq_um": 890,
  "gp_congestion": 0.704,
  "grt_pass1_vias": 746,
  "final_core_util_pct": 32.4,
  "critPathCaptureType": "primary output",
  "crit_required_ns": 0.80,
  "clock-root-buffer": "clkbuf_8",
  "mostFrequentLayoutCell": "clkdlybuf4s50_1",
  "yosys_warnings": 1,
  "post_drt_wl_per_cell_microns": 11.7,
  "top_cell_area_share_pct": 72.0,
  "vias": 646,
  "cp_num_buf_inv": 1,
  "timing.setup.critical_path_class": "reg2out",
  "period_minus_slack_ns": 0.954,
  "clkTransAtPathRegs_ns": 0.06,
  "crit_family": "flip-flops"
}
## final timing paths
check / start / endpoint / cells past startpoint
min: in[12] / temp[12] / 2
max: temp[8] / out[8] / 1
## synthesized netlist by cell type
cell type,instances
nor2b_1,32
conb_1,1
buf_4,6
dfxtp_1,32
## cell families after synthesis
logic type / share of synthesized area, %
buf+inv: 5.06
flops: 72.0
other cells: 0.422
simple gates: 22.5
## report_power, final
| part | total, mW | switching (mW) | internal, mW |
|---|---|---|---|
| Combinational | 0.267 | 0.0570 | 0.210 |
| Sequential | 1.36 | 0.0157 | 1.35 |
| Clock | 0.993 | 0.445 | 0.548 |
| Total | 2.62 | 0.518 | 2.11 |
## what timing repair did
item | 4_1_cts | 5_1_grt
gates resized | 67 | 24
setup endpoints to repair | 32 | 17
hold buffers | 0 | 0
## routing by layer
metal	share of wire [%]	vias to the layer above
met5	0	-
met4	1.1	0
met3	15	3
met2	45	41
met1	39	261
li1	-	341
## layout make-up
cell class / count / area, sq um
fillers: 546 / 3430
clock buffers: 6 / 82.6
flip-flops and latches: 32 / 656
multi-input cells: 35 / 211
repair buffers: 66 / 596
clock inverters: 2 / 10.0
well taps: 70 / 87.6
